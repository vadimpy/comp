`/design/flow/run.sh`:
```
#!/bin/bash
# OpenROAD 26Q1-2900-gdf79404cd8, Yosys 0.63+post, stock flow scripts
make -C /OpenROAD-flow-scripts/flow DESIGN_CONFIG=/design/flow/config.mk WORK_HOME=/design/flow/orfs finish
```
`/design/flow/config.mk`:
```
export PLATFORM = sky130hd
export DESIGN_NAME = controlled_clkdiv
export DESIGN_NICKNAME = controlled_clkdiv
export VERILOG_FILES = /design/flow/design.v
export SDC_FILE = /design/flow/constraint.sdc
export NUM_CORES = 4
export LEC_CHECK = 1
export CORE_AREA = 10 10 87 87
export DIE_AREA = 0 0 97 97
export SYNTH_HDL_FRONTEND = slang
```
`/design/flow/constraint.sdc`:
```
current_design controlled_clkdiv

set clk_period 2.6
set clk_io_pct 0.2

create_clock -name clk0 -period $clk_period [get_ports {fast_clk}]

set non_clock_inputs [all_inputs -no_clocks]
set_input_delay [expr $clk_period * $clk_io_pct] -clock clk0 $non_clock_inputs
set_output_delay [expr $clk_period * $clk_io_pct] -clock clk0 [all_outputs]
```
`/design/flow/design.v`:
```
module controlled_clkdiv (
    input wire fast_clk,
    input wire [15:0] threshold,
    output wire clk_out
);
reg [15:0] cnt;
initial begin
    cnt <= 16'h0000;
end
assign clk_out = cnt === 16'h0000;
always @(posedge fast_clk)
begin
    cnt <= cnt > threshold ? 16'h0000 : cnt + 16'h0001;
end
endmodule
```
==> changes_impl.md <==
### Changed

- Number of top-level design ports: 18
- Largest regs: cnt x16
- Most flops, register: cnt
- Hold Vio Cnt, Final: 0
- Register area: 320 um2
- Asr flop ratio synth: 0%
- Largest net degree at the start of global routing: 17
- Pwr per Cell Area: 702 mW/mm2
- Fraction of layout cells with a size suffix above 1: 3.33%
- Clk latency late pin: 0.24 ns
- Switching Share: 37.4%
- CP max-delay cell: clkdlybuf4s50_1
- Worst r2r src: cnt[7]
- Synthesized instance count: 131
- Critical path buffer and inverter count: 2
- Top delay family on crit path: buffers and inverters
- EDFF count, synth: 0
- Die ar.: 0.00941 mm2
- Total track usage: 5.31%
- Yosys cell types: 23
- Flop pwr share: 44.9%
- Crit path launch: cnt[0]
- FMAX: 0.433 GHz
- DR iter-0 viols: 45
- # diodes: 0
- Ys cells: 131
- Setup Buffers After CTS: 0
- Drt total wl: 2.47 mm
- Die width: 97 um
- Post-layout min period: 2.31 ns
- RSZ-0062 raised after global routing: false
- HP Class: reg2reg
- Top fanout value on the critical path: 4
- Clock power share: 18.3%
- Root Driver: clkbuf_8
- Via count: 915
- ANT nets after route: 0
- # hold bufs at CTS: 0
- Initial antenna violation count: 0
- Ys flop type: dfxtp_1
- CTS tree: built
- Min Hold Slack: 0.460 ns
- Init Core Util: 19.5%
- Dominant logic cell types in the final layout: nor2_1 (18), ha_1 (18), inv_1 (17), clkdlybuf4s50_1 (17), dfxtp_1 (16)
- Final Max Slew Viols: 0
- Vias/cell: 4.12
- Crit path cell chain: inv_1 > ha_1 > nor4b_1 > and4_1 > clkdlybuf4s50_1
- RD Place Congestion: 0.835
- H-tree depth: 1
- Ys flops: 16
- Worst-margin pin slew: 0.489 ns
- First-pass GRT wire length: 4.38 mm
- Fillcell total: 603
- I/O Buffers: 17
- Arr. time, crit path: 1.79 ns
- Post-cts repair resize count: 0
- Max reg flops: 16
- Post-synth top area share: 29.1%
- Int Power: 0.613 mW
- Yosys Chip Area: 0.00110 mm2
- Psw: 0.366 mW
- Max-cap violations: 0
- Syn Area/Cell: 8.41 um2
- Setup Skew: 0.00449 ns
- Status: finished, final reports clean
- IR Drop Worst-Case VDD: 0.245 mV
- Final setup vio count: 0
- Seq share, synth: 29.1%
- Warnings, synthesis: 0
- Crit path launch type: flip-flop
- Logic area: 707 um2
- Vias in the first global route: 942
- Clk sink count: 16
- Relative slew margins: 67.2%
- Hold Crit Start: cnt[0]
- Worst setup path class: reg2out
- Clock buffer depth: 2
- Die height: 97 um
- Leak pwr: 0.636 nW
- Synthesized area: 0.00110 mm2
- DR DRC count: 0
- Worst-path clk slew: 0.06 ns
- Setup_tns: 0 ns
- Layout area overhead: 26.3%
- Overflow after GRT: 0
- Logic gate share of total power: 36.8%
- CP Data Required Time: 2.08 ns
- Slowest stage delay, CP: 0.47 ns
- CP Capture Type: primary output
- Top post-synthesis cells by area: dfxtp_1 (29%), ha_1 (20%), nor2_1 (6.1%)
- Num CTS Buffers: 3
- Row count: 27
- Post-DP HPWL: 1.94 mm
- WL per Instance: 11.1 um
- Final period util: 88.9%
- Cell taking the most area after synthesis: dfxtp_1
- Core ar.: 0.00564 mm2
- OpenROAD warnings: 26
- TritonRoute pass-1 iters: 4
## power by group through the flow
| stage | registers [mW] | clock network, mW | logic (mW) |
|---|---|---|---|
| after CTS | 0.437 | 0.185 | 0.365 |
| after global routing | 0.454 | 0.195 | 0.422 |
| final | 0.439 | 0.179 | 0.360 |
## synth_stat cells, types with 2 or more instances
master and n:
nor3_1 2, inv_1 17, xor2_1 7, nor2b_1 2
nor4_1 3, ha_1 18, nand4_1 4, a21oi_1 6
xnor2_1 7, dfxtp_1 16, and3_1 4, nand2_1 6
nand3_1 9, nor2_1 18, and4_1 4
## area by class of cell
| cell class | count | share of cell area [%] |
|---|---|---|
| timing repair buffer | 17 | 12.2 |
| clock buffer | 3 | 2.96 |
| tap | 72 | 6.47 |
| inverter | 17 | 4.58 |
| multi-input combinational | 97 | 50.8 |
| sequential | 16 | 23.0 |
## worst paths after layout
kind                                 to  depth (start not counted)  slack (ns)
worst min-delay path             cnt[0]                          1        0.46
worst max-delay path            clk_out                          5        0.29
worst min register to register   cnt[0]                          1        0.46
worst max register to register   cnt[7]                          6        0.65
## cell families (layout without fill, tap and decap cells)
kind of cell / after synthesis / in the layout / share of synthesized area, %
adders and majority gates: 18 / 18 / 20.4
and+or+nand+nor: 53 / 53 / 24.5
DFF: 16 / 16 / 29.1
buffers and inverters: 18 / 37 / 6.81
AOI/OAI and AO/OA: 12 / 12 / 8.06
xor gates and xnor gates: 14 / 14 / 11.1
## per-layer routing
metal / part of all wire (%) / routed length (um) / track usage [%] / vias to the layer above
li1: - / - / - / 491
met1: 52 / 1280 / 7.72 / 400
met2: 41 / 1010 / 7.82 / 22
met3: 6.2 / 152 / 1.36 / 2
met4: 0.81 / 20 / 0.676 / 0
met5: 0 / 0 / 0 / -
## per-stage QoR
step           area, um2  power, mW  util [%]  setup slack (ns)  cells
2_1_floorplan       1100      0.676         -             0.643    131
3_3_place_gp        1350      0.791      24.0            0.0608    219
3_5_place_dp        1350      0.802      24.0            0.0748    219
4_1_cts             1390      0.988      24.7             0.266    222
5_1_grt             1390       1.07      24.7             0.117    222
6_report            1390      0.978      24.7             0.288    222
Power figures rest on the tool's default switching activity, not on a simulated workload.
