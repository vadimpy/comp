<file path="design/flow/config.mk">
export PLATFORM = sky130hd
export DESIGN_NAME = cnthex
export DESIGN_NICKNAME = cnthex
export VERILOG_FILES = /design/flow/design.v
export SDC_FILE = /design/flow/constraint.sdc
export NUM_CORES = 4
export LEC_CHECK = 1
export CORE_AREA = 10 10 70 70
export DIE_AREA = 0 0 80 80
export SYNTH_HDL_FRONTEND = slang
</file>
<file path="design/flow/constraint.sdc">
current_design cnthex

set clk_period 2.1
set clk_io_pct 0.2

create_clock -name clk0 -period $clk_period [get_ports {clk}]

set non_clock_inputs [all_inputs -no_clocks]
set_input_delay [expr $clk_period * $clk_io_pct] -clock clk0 $non_clock_inputs
set_output_delay [expr $clk_period * $clk_io_pct] -clock clk0 [all_outputs]
</file>
<file path="design/flow/design.v">
module cnthex( input wire clk, output reg [7:0]hex);
initial begin
    hex = 0;
end
always @(posedge clk)
begin
	hex <= hex + 8'h1;
end
endmodule
</file>
<file path="design/flow/run.sh">
#!/bin/bash
# OpenROAD 26Q1-2900-gdf79404cd8, Yosys 0.63+post, stock flow scripts
make -C /OpenROAD-flow-scripts/flow DESIGN_CONFIG=/design/flow/config.mk WORK_HOME=/design/flow/orfs finish
</file>
==> impl_metrics.yaml <==
# generated from flow reports
status:
  run_status: "completed"
finish:
  layout_cell_share_with_drive_strength_beyond_1: 0.1429
  n_fill_cell: 399
  largest_register_ff_count: 8
  reg.largest.list: "hex x8"
  utilization: 0.1278
  layout.cells.non_filler: 81
  final_area_sq_um: 436.7
  largest-register: "hex"
  area_growth_pct: 57.92
clocking:
  clock_insertion_delay_worst_skew_ns: 0.25
  max-clock-path-buffers: 2
  numCtsBuffers: 3
  post_cts_resized: 0
  cts_setup_buffers: 0
  clock_sinks: 8
  holdBufCountCts: 0
  clkTransAtPathRegs_ns: 0.05
  tritoncts_clock_tree: "done"
  ctsHtreeMaxLevel: 1
  cts_root_buffer: "clkbuf_4"
setup_path:
  timing.critical_path.slowest_stage_cell: "clkdlybuf4s50_1"
  cp.required_ns: 1.68
  critical_path.max_stage_delay_ns: 0.51
  setup.worst_path.class: "register to output port"
  worst-path-buf-inv: 1
  timing.critical_path.max_delay_family: "buffers and inverters"
  crit_path_end_kind: "output port"
  worst_setup_path_start_kind: "register"
  arrival_time_of_data_at_the_critical_path_endpoint_ns: 1.18
  timing.critical_path.cells: "clkdlybuf4s50_1"
  crit_path_max_fanout: 5
detailed_routing:
  routed_via_density: 2.494
  routed_wl_microns: 601
  detail_route_antenna_nets: 0
  drt-initial-drc-count: 7
  via_count: 202
  detailed_route_drc_error_count: 0
  routedWlPerCell_microns: 7.420
  drt-pass1-iter-count: 4
  diodes: 0
timing:
  rsz0062_at_grt: "no"
  timing.setup.tns_ns: 0
  fin_worst_hold_slack_ns: 0.4299
  clock_skew_ns: 0.001086
  worst_pin_slew_ns: 0.2023
  setup_viol_count_final: 0
  final_max_slew_viol_count: 0
  max_slew_margin_vs_limit: 0.8649
  achievable-frequency_mhz: 626.4
  fin_crit_sh: 0.7602
  setup_ws_final_ns: 0.5035
  finalHoldViolations: 0
  finalCriticalPeriod_ns: 1.596
hold_path:
  min-delay-path-class: "register to register"
logic_synthesis:
  synth_cell_types: 11
  ys_cells: 24
  syn-mean-instance-area_sq_um: 11.52
  most_frequent_cells_after_synthesis: "dfxtp_1 (8), xnor2_1 (3), xor2_1 (3), nand2_1 (2), nand3_1 (2)"
  synth-seq-area-share: 0.5792
  synth_warnings: 0
  postSynth.asyncResetShare: 0
  ff_type: "dfxtp_1"
  synth-area-yosys_sq_um: 276.5
  synth_cells: 24
  synth.largest_area_cell: "dfxtp_1"
  synth_top_area_share: 0.5792
  netlist_area_sq_um: 276.5
  ys.flops: 8
  post_synth_main_area_contributors: "dfxtp_1 (58%), xnor2_1 (9.5%), xor2_1 (9.5%), ha_1 (4.5%), nand3_1 (3.6%)"
  synth_dominant_cell_count: "dfxtp_1"
  edf_count: 0
power_and_ir_drop:
  power_density_relative_to_cell_area_mw_per_mm2: 611.8
  vdd_ir_drop_max_mv: 0.2934
  p_total_mw: 0.2672
  static-leakage-power_nw: 0.1558
run:
  warnings: 25
  cap_violations: 0
placed_design:
  post-place-ws_ns: 0.7827
  gp_weighted_congestion: 0.7660
  placedCellCount: 78
  post_dp_cell_area_sq_um: 414.1
  hpwlAfterDp_microns: 454
  number_of_port_buffers: 8
global_route:
  grt_first_pass_wirelength_microns: 1007
  first_global_vias: 197
  antenna_violations_before_repair: 0
  grt_use_total: 0.02090
  grt_max_degree: 6
  overflow: 0
die:
  floorplan_core_density: 0.08095
  die-height_microns: 80
  rows: 21
  dieArea_sq_mm: 0.006400
  top_level_ports: 9
  fp.coreArea_sq_mm: 0.003416
  fp.dieW_microns: 80
metal layers:
layer	track usage	wire length, microns	vias to the layer above
li1	-	-	100
met1	0.03014	334	90
met2	0.01926	160	12
met3	0.02273	105	0
met4	0.001761	0	0
met5	0	0	-
cells by family (layout without fill, tap and decap cells):
family,Yosys count,in the layout,share of synthesized area
DFF,8,8,0.5792
and+or+nand+nor,8,8,0.1720
xor gates and xnor gates,6,6,0.1901
adders and majority gates,1,1,0.04524
buffers and inverters,1,12,0.01356
where the power goes:
part | leakage [nW] | total (mW) | internal (mW) | switching (mW)
clock network | 0.0138 | 0.115 | 0.0652 | 0.0500
logic | 0.0776 | 0.0000000776 | 0 | 0
registers | 0.0644 | 0.152 | 0.152 | 0
layout make-up:
class	count	area (sq um)	share of cell area
well taps	46	57.56	0.1318
repair buffers	8	80.08	0.1834
multi-input cells	15	112.6	0.2579
inverters	1	3.754	0.008596
clock buffers	3	22.52	0.05158
flip-flops and latches	8	160.2	0.3668
cell usage in the layout, fill, tap and decap left out:
cell type | synthesis | layout
clkbuf_4 | 0 | 3
xnor2_1 | 3 | 3
nand3_2 | 1 | 1
clkdlybuf4s50_1 | 0 | 8
xor2_1 | 3 | 3
nor2_1 | 1 | 1
nand2_1 | 2 | 2
and3_1 | 1 | 1
nor3_2 | 1 | 1
ha_1 | 1 | 1
dfxtp_1 | 8 | 8
nand3_1 | 2 | 2
inv_1 | 1 | 1
worst paths after layout:
kind | to | slack, ns | cells past startpoint | start
worst max register to register | hex[6] | 1.10 | 3 | hex[0]
worst max-delay path | hex[2] | 0.50 | 1 | hex[2]
worst min-delay path | hex[0] | 0.43 | 1 | hex[0]
worst min register to register | hex[0] | 0.43 | 1 | hex[0]
Power and IR drop assume default switching activity.
